==> ./design.v <==
module register(
    input wire clk, reset, 
    input wire [6:0] d,
    output reg [6:0] q
);
always @(posedge clk, posedge reset) begin
    if (reset) 
        q = 7'b0000_000;
    else
        q = d;
end
endmodule
module addOne (
    input wire [6:0] I,
    output wire [6:0] O
);
    assign O = I + 1'b1;
endmodule
module counter(
    input wire clk, reset,
    output wire [6:0] q
);
wire [6:0] d_temp, q_temp;
register r1(clk, reset, d_temp, q_temp);
addOne a(q_temp, d_temp);
assign q = q_temp;
endmodule
==> ./run.sh <==
#!/bin/bash
# OpenROAD 26Q1-2900-gdf79404cd8, Yosys 0.63+post, stock flow scripts
make -C /OpenROAD-flow-scripts/flow DESIGN_CONFIG=/design/flow/config.mk WORK_HOME=/design/flow/orfs finish
==> ./config.mk <==
export PLATFORM = sky130hd
export DESIGN_NAME = counter
export DESIGN_NICKNAME = counter
export VERILOG_FILES = /design/flow/design.v
export SDC_FILE = /design/flow/constraint.sdc
export NUM_CORES = 4
export LEC_CHECK = 1
export CORE_AREA = 10 10 70 70
export DIE_AREA = 0 0 80 80
==> ./constraint.sdc <==
current_design counter

set clk_period 1.6
set clk_io_pct 0.2

create_clock -name clk0 -period $clk_period [get_ports {clk}]

set non_clock_inputs [all_inputs -no_clocks]
set_input_delay [expr $clk_period * $clk_io_pct] -clock clk0 $non_clock_inputs
set_output_delay [expr $clk_period * $clk_io_pct] -clock clk0 [all_outputs]
==> Changelog: implementation <==
### Metrics

- Resize count post-CTS: 0
- Initial Utilization: 7.766%
- #FFs+latches synth: 7
- Total CTS buffers: 3
- Post-Syn Area per Cell: 13.26 um2
- Setup TNS: 0 ns
- Clock skew: 0.005496 ns
- Clk buf depth: 2
- OpenROAD warnings: 25
- Synth Cell Area: 265.3 um2
- H-Tree Depth: 1
- Chip height: 80 um
- Cell area after placement: 402.9 um2
- First-pass GRT wire length: 1.048 mm
- Cell count after synthesis: 20
- Hold WC Path Type: in -> async
- Via count: 180
- Final Cell Area: 429.2 um2
- Die area: 6400 um2
- Min cycle time layout: 1.505 ns
- Routability congestion estimate: 0.6740
- Gr usage total: 2.211%
- Largest stage delay on the critical path: 0.51 ns
- Worst Path Arrival: 1.19 ns
- CTS tree: built
- Ys Warns: 1
- I/O Buffers: 8
- Site row count: 21
- CTS sink cnt: 7
- Adder-cell share of the synthesized area: 4.717%
- PD cells: 798.4 nW/um2
- # hold bufs at CTS: 0
- Worst-path fanout max: 5
- IO Count: 9
- Final count of negative-setup-slack endpoints: 0
- Worst path depth: 1
- Largest net degree at the start of global routing: 8
- Simple-Gate Fraction of Synth Area: 9.906%
- Fmax: 664.4 MHz
- Worst Max-Slew Pin Slew: 0.2624 ns
- Final Max Tran Viols: 0
- Number of detailed-route iterations in the first pass: 4
- Most frequent logic cell in the layout: clkdlybuf4s50_1
- CP Class: reg -> out
- Crit start category: flop
- Number of fillers in the final layout: 405
- Core ar.: 3416 um2
- Critical Path End Type: primary output
- Synth logic family: XOR/XNOR gates
- Largest register FFs: 7
- Relative slew slack: 82.49%
- YS chip area: 265.3 um2
- Final Hold Viols: 0
- DRC Markers: 0
- Layout cell share with drive strength beyond 1: 9.375%
- Setup repair bufs after CTS: 0
- Via-to-Cell Ratio: 2.308
- Most common logic cells in the final layout: 8 x clkdlybuf4s50_1, 7 x dfrtp_1, 4 x nand3_1, 4 x xnor2_1, 3 x clkbuf_4
- Buf/Inv on CP: 1
- Unique cell types: 7
- Antenna violations before repair: 0
- Mux share: 0%
- Xor and xnor area share after synthesis: 16.51%
- MI comb area: 82.58 um2
- Vias in the first global route: 202
- WL/cell: 7.833 um
- Clock latency (worst-skew pair): 0.25 ns
- Synth Seq Share: 66.04%
- MaxCap Viol Count: 0
- Crit path cell chain: clkdlybuf4s50_1
- Width of the chip: 80 um
- Grt total ovfl: 0
- R2R depth: 3
- Root buffer cell: clkbuf_4
- Yosys stat cell total: 20
- Flop area: 175.2 um2
- RSZ-0062 raised after global routing: no
- Reg clk slew, reported paths: 0.05 ns
- LEAKAGE: 0.1765 nW
- Final Cycle Share: 94.07%
- Critical-path top delay cell: clkdlybuf4s50_1
- Aoi share: 0%
- Req. time, crit path: 1.28 ns
- Status: finished clean
- Top Family by Delay on Critical Path: buffers and inverters
- Inserted Diodes: 0
- Worst vdd ir: 0.3858 mV
- Area Overhead vs Synth: 61.79%
- Final wirelength: 611 um
- DRT iter0 DRCs: 2
- Final ANT Viol Nets: 0
==> per-layer routing <==
| layer | global-route usage, % | wire, um |
|---|---|---|
| met2 | 2.488 | 221 |
| met1 | 3.036 | 308 |
| met3 | 2.045 | 80 |
| met4 | 0.1761 | 0 |
| met5 | 0 | 0 |
==> path summary, 6_finish.rpt <==
check / startpoint / to / slack (ns)
setup reg to reg: r1.q[0]$_DFF_PP0_ / r1.q[4]$_DFF_PP0_ / 0.63
hold / removal: reset / r1.q[6]$_DFF_PP0_ / 0.31
min in group clk0: r1.q[6]$_DFF_PP0_ / r1.q[6]$_DFF_PP0_ / 0.48
setup / recovery: r1.q[2]$_DFF_PP0_ / q[2] / 0.09
hold reg to reg: r1.q[6]$_DFF_PP0_ / r1.q[6]$_DFF_PP0_ / 0.48
max in group asynchronous: reset / r1.q[0]$_DFF_PP0_ / 1.07
==> synthesized netlist by cell type, drive strengths merged <==
library cell / instances / area (um2)
dfrtp: 7 / 175.2
ha: 1 / 12.51
nand3: 4 / 20.02
xnor2: 4 / 35.03
inv: 2 / 7.510
xor2: 1 / 8.760
and3: 1 / 6.260
==> stage by stage <==
stage               setup WS (ns)  std cells  hold slack, ns  total power, mW  util, %
detailed placement         0.3610         74          0.4804           0.1866    11.79
finish                    0.09490         78          0.3118           0.3426    12.56
global route              0.02533         78          0.3365           0.3642    12.56
floorplan                  0.7047         20          0.1234           0.1830        -
CTS                       0.07740         78          0.3255           0.3504    12.56
global placement           0.3632         74          0.4665           0.1865    11.79
==> layout make-up <==
type	instances	share of cell area [%]
multi-input cells	11	19.24
inverters	2	1.749
clock buffers	4	6.122
well taps	46	13.41
repair buffers	8	18.66
flip-flops and latches	7	40.82
==> logic make-up (layout without fill, tap and decap cells) <==
logic type / after synthesis / count (layout)
flops: 7 / 7
xor+xnor: 5 / 5
simple gates: 5 / 5
buf+inv: 2 / 14
fa+ha+maj: 1 / 1
==> where the power goes <==
group          internal [mW]  switching [mW]  leakage, nW
Clock                 0.0951          0.0643       0.0150
Combinational        0.00230         0.00364       0.0735
Sequential             0.177               0       0.0880
Total                  0.275          0.0679        0.177
Power and IR drop assume default switching activity.
