**flow/design.v**
```verilog
module reg7(
    input wire clk,
    input wire reset,
    input wire en,
    input wire [6:0] d,
    output wire [6:0] q
);
    reg [6:0] q_reg;
    wire [6:0] q_next;
always @(posedge clk, posedge reset)
begin
    if(reset)
        q_reg <= 7'b0000000;
    else if(en)
        q_reg <= q_next;
end
assign q_next = d;
assign q = q_reg;
endmodule
```
**flow/run.sh**
```bash
#!/bin/bash
# OpenROAD 26Q1-2900-gdf79404cd8, Yosys 0.63+post, stock flow scripts
make -C /OpenROAD-flow-scripts/flow DESIGN_CONFIG=/design/flow/config.mk WORK_HOME=/design/flow/orfs finish
```
**flow/config.mk**
```make
export PLATFORM = sky130hd
export DESIGN_NAME = reg7
export DESIGN_NICKNAME = reg7
export VERILOG_FILES = /design/flow/design.v
export SDC_FILE = /design/flow/constraint.sdc
export NUM_CORES = 4
export LEC_CHECK = 1
export CORE_AREA = 10 10 70 70
export DIE_AREA = 0 0 80 80
```
**flow/constraint.sdc**
```tcl
current_design reg7

set clk_period 1.5
set clk_io_pct 0.2

create_clock -name clk0 -period $clk_period [get_ports {clk}]

set non_clock_inputs [all_inputs -no_clocks]
set_input_delay [expr $clk_period * $clk_io_pct] -clock clk0 $non_clock_inputs
set_output_delay [expr $clk_period * $clk_io_pct] -clock clk0 [all_outputs]
```
==> impl_metrics.json <==
{
  "core_mm2": 0.00342,
  "ctsLongestPathBuffers": 2,
  "switchingPower_uw": 95.6,
  "ctsHoldBuffers": 0,
  "criticalPathCategory": "flop to primary output",
  "htreeDepth": 1,
  "crit_path_cell_trace": "clkdlybuf4s50_1",
  "combPwrFrac": 0.214,
  "cts_resized": 0,
  "reg2regPathDepth": 1,
  "largest_reg_flops": 7,
  "wl_per_cell_um": 9.26,
  "grt_pass1_vias": 247,
  "crit_end": "q[0]",
  "warnings": 25,
  "ys_seq_share": 0.593,
  "ys_cells": 16,
  "ys_warn_count": 1,
  "placed_area_um2": 522,
  "via_per_inst": 2.34,
  "reg2reg_setup_slack_ps": 740,
  "netlist_area_um2": 295,
  "grt_use_total": 0.0235,
  "grt_setup_unrepaired": "no",
  "worstReg2RegEnd": "q_reg[1]",
  "rows": 21,
  "chip_area_mm2": 0.00640,
  "layout-drive-gt1-share": 0.306,
  "grt_first_pass_wirelength_mm": 1.09,
  "cp-start-kind": "flop",
  "cpLargestDelayFamily": "buffers and inverters",
  "clkTransAtPathRegs_ps": 50,
  "peakVddDrop_uv": 287,
  "tns_ps": 0,
  "dp_slack_ps": 135,
  "crit_arrival_ps": 1080,
  "cp_max_fo": 2,
  "p_leak_uw": 0.000232,
  "overflow": 0,
  "largest_area_cell": "dfrtp_1",
  "area_leaders": "dfrtp_1, mux2_4, buf_6",
  "logic_family": "multiplexers",
  "antenna_found_initial": 0,
  "crit_buf_inv": 1,
  "skew_ps": 0,
  "vias": 192,
  "timing.fmax_mhz": 725,
  "syn2layout_area_growth_pct": 85.6,
  "critical_path.max_stage_delay_ps": 480,
  "aoi_share": 0,
  "fin_area_um2": 548,
  "drtIter0Drc": 6,
  "synthSimpleGateAreaFrac": 0,
  "status": "finished, final reports clean",
  "syn_inst": 16,
  "intPower_uw": 393,
  "cts_sinks": 7,
  "mux_area_frac": 0.356,
  "die_y_um": 80,
  "port_buffers": 16,
  "cts_root_buffer": "clkbuf_4",
  "lay_top_cells": "clkdlybuf4s50_1, mux2_4, dfrtp_1",
  "relSlewSlack": 0.834,
  "worst_pin_slew_ps": 249,
  "slew_viol_final": 0,
  "globalplace.congestion": 0.630,
  "crit_slowest_cell": "clkdlybuf4s50_1",
  "min_period_ps": 1380,
  "crit_start": "q_reg[0]",
  "p_sw_frac": 0.196,
  "drtPass1Iterations": 2,
  "top_area_frac": 0.593,
  "drt-total-wl_um": 759,
  "setup_viol": 0,
  "antenna_cells": 0,
  "layout_top_cell": "clkdlybuf4s50_1",
  "post_cts_buffers": 0,
  "cp-end-kind": "primary output",
  "io-pin-count": 17,
  "fp_util": 0.0864,
  "worst_slack_ps": 120,
  "final_antenna_net_count": 0,
  "synth-seq-cells": 7,
  "clk_latency_ps": 250,
  "p_per_area_mw_per_mm2": 892,
  "reg2reg_from": "q_reg[1]",
  "max_cap_violations": 0,
  "clockPowerShare": 0.338,
  "drcViolationCount": 0,
  "ys_sh_xor": 0,
  "synth.avg_cell_area_um2": 18.5,
  "yosys_area_um2": 295,
  "die_w_um": 80,
  "seq_power_share": 0.448,
  "cts_tree": "done",
  "synth-adder-area-share": 0,
  "hold_class": "primary input to asynchronous set/reset pin",
  "yosysUniqueCellTypes": 4,
  "finalHoldViolCount": 0,
  "grt_max_degree": 8,
  "cts_inserted_buffers": 3,
  "finalCritPeriodShare": 0.920,
  "crit_required_ps": 1200,
  "worstSetupPathDepth": 1
}
through the flow:
step	utilization	total power [uW]	hold slack, ps	instances
3_3_place_gp	0.153	329	505	78
6_report	0.160	489	285	82
2_1_floorplan	-	255	103	16
4_1_cts	0.160	499	297	82
3_5_place_dp	0.153	329	494	78
5_1_grt	0.160	514	321	82
metal layers:
| layer | vias to the layer above | GRT usage | wire length [um] |
|---|---|---|---|
| li1 | 92 | - | - |
| met1 | 83 | 0.0304 | 387 |
| met2 | 17 | 0.0265 | 241 |
| met3 | 0 | 0.0250 | 130 |
| met4 | 0 | 0.00176 | 0 |
| met5 | - | 0 | 0 |
cell usage after synthesis (all sizes together):
| cell type | n |
|---|---|
| inv | 1 |
| dfrtp | 7 |
| buf | 1 |
| mux2 | 7 |
kinds of logic (layout without fill, tap and decap cells):
kind of cell           Yosys count  after routing
buffers and inverters            2             22
muxes                            7              7
DFF                              7              7
power by group through the flow:
stage     clock [uW]  combinational, uW  sequential [uW]
6_report         165                104              219
4_1_cts          172                108              219
5_1_grt          179                113              222
how the worst min path moves through the flow:
stage,from,endpoint,cells after the start
after CTS,reset,q_reg[2],2
after global routing,reset,q_reg[4],2
final,reset,q_reg[4],2
cell type report:
| type | instances | area [um^2] |
|---|---|---|
| Fill cell | 388 | 2870 |
| Clock buffer | 4 | 26.3 |
| Timing Repair Buffer | 17 | 180 |
| Tap cell | 46 | 57.6 |
| Multi-Input combinational cell | 7 | 105 |
| Sequential cell | 7 | 175 |
| Inverter | 1 | 3.75 |
Power is estimated from default activity; no workload was simulated.
